File: design/flow/design.v
`timescale 1ns / 1ps
module led(CLK, RST, OUT);
	input 			CLK, RST;
	output [7:0]	OUT;
	reg	 [7:0]	O;
	reg    [26:0]  TEMP;
	always @(posedge CLK or negedge RST) begin
		if (!RST)	begin
			O <= 8'b0;
			TEMP <= 27'b0;
		end
		else  begin
			if ( TEMP != 100000000 ) begin
				TEMP <= TEMP + 1;
			end
			else 	begin
				O <= O + 1;
				TEMP <= 27'b0;
			end
		end
	end
	assign OUT = O;
endmodule
File: design/flow/run.sh
#!/bin/bash
# OpenROAD 26Q1-2900-gdf79404cd8, Yosys 0.63+post, stock flow scripts
make -C /OpenROAD-flow-scripts/flow DESIGN_CONFIG=/design/flow/config.mk WORK_HOME=/design/flow/orfs finish
File: design/flow/config.mk
export PLATFORM = sky130hd
export DESIGN_NAME = led
export DESIGN_NICKNAME = led
export VERILOG_FILES = /design/flow/design.v
export SDC_FILE = /design/flow/constraint.sdc
export NUM_CORES = 4
export LEC_CHECK = 1
export CORE_UTILIZATION = 30
File: design/flow/constraint.sdc
current_design led

set clk_period 3.7
set clk_io_pct 0.2

create_clock -name clk0 -period $clk_period [get_ports {CLK}]

set non_clock_inputs [all_inputs -no_clocks]
set_input_delay [expr $clk_period * $clk_io_pct] -clock clk0 $non_clock_inputs
set_output_delay [expr $clk_period * $clk_io_pct] -clock clk0 [all_outputs]
==> impl_metrics.json <==
{
  "rrSetupSlack_ns": 1.50,
  "whs_path_depth": 1,
  "overflow": 0,
  "dpl_cell_area_mm2": 0.001958,
  "final.period_utilization_pct": 59.56,
  "regToRegStartpoint": "TEMP[0]$_DFF_PN0_",
  "postSynthAreaPerCell_um2": 10.72,
  "grt_pass1_vias": 1220,
  "die-area_mm2": 0.006461,
  "synth.cell_area_mm2": 0.001843,
  "edf_count": 0,
  "drc": 0,
  "path_max_fanout": 16,
  "num_io_pins": 10,
  "p_clk_share_pct": 43.4,
  "numSynthFlops": 35,
  "reg2regPathDepth": 6,
  "route.antenna.remaining_nets": 0,
  "yosys_area_mm2": 0.001843,
  "hold_viol": 0,
  "routed_wl_um": 3363,
  "cell_internal_pwr_uw": 553.4,
  "async_flop_share_pct": 100.0,
  "grt_setup_unrepaired": "no",
  "htreeDepth": 2,
  "period_minus_slack_ns": 2.204,
  "first_pass_iters": 4,
  "grt_usage_pct": 11.30,
  "finalClockSkew_ns": 0.007896,
  "numClockSinks": 35,
  "die_height_um": 80.38,
  "clkTransAtPathRegs_ns": 0.07,
  "mostFrequentLayoutCells": "dfrtp_1, nand3_1, xor2_1",
  "slew_headroom_pct": 51.60,
  "clock.fmax_mhz": 453.8,
  "maxSlewViolCount": 0,
  "seq_power_share_pct": 55.3,
  "powerDensity_mw_per_mm2": 336.0,
  "maxCapViolations": 0,
  "drtIter0Drc": 65,
  "cts_hold_buf": 0,
  "cts_root_buffer": "clkbuf_8",
  "antenna_found_initial": 0,
  "grt_pass1_wl_um": 5692,
  "num_antenna_cells": 0,
  "cp.arrival_ns": 2.38,
  "ir_worst_vdd_mv": 0.1624,
  "gp_congestion": 0.7911,
  "p_comb_share_pct": 1.2,
  "r2r-end": "O[1]$_DFFE_PN0N_",
  "worstSkewPairLatency_ns": 0.28,
  "cts_buffers": 5,
  "slowest_delay_ns": 0.65,
  "syn2layout_area_growth_pct": 11.68,
  "slowest_stage": "nor3_4",
  "ctsResizeCount": 0,
  "fin_area_mm2": 0.002058,
  "min_path_type": "reg2reg",
  "finalSetupTns_ns": 0,
  "num_rows": 28,
  "fp_util_pct": 31.13,
  "p_leak_uw": 0.0008874,
  "cp-end-kind": "flip-flop",
  "finalSetupViolations": 0,
  "clk_path_buf_depth": 2,
  "cts_tree": "yes",
  "synth_cell_type_count": 38,
  "p_switching_uw": 138.1,
  "avgViaCountPerCell": 5.047,
  "status": "complete, no violations",
  "worstSetupPathType": "reg2reg",
  "crit_end": "O[1]$_DFFE_PN0N_",
  "worst_pin_slew_ns": 0.7236,
  "dp_hpwl_um": 2262,
  "cp_cell_sequence": "inv_1 -> ha_1 -> nor4bb_1 -> nand4_1 -> nor3_4 -> mux2_2",
  "ys_cells": 172,
  "ys_seq_share_pct": 47.52,
  "required_ns": 3.87,
  "vias": 1302,
  "final_util_pct": 34.76,
  "grt_max_degree": 36,
  "yosys_warnings": 1,
  "final_common_cell": "dfrtp_1",
  "drive_gt1_share_pct": 12.02,
  "die-width_um": 80.38,
  "synth_cells": 172,
  "warning_count": 26,
  "io_buffers": 9,
  "core_mm2": 0.005921,
  "wire_per_inst_um": 13.03,
  "synthFlopType": "dfrtp_1",
  "startpoint_type": "flip-flop",
  "swShare_pct": 19.97,
  "setup.worst_path.start": "TEMP[0]$_DFF_PN0_",
  "cts_setup_buffers": 0
}
cell type report:
cell class | count | area, um^2
tap | 75 | 93.84
inverter | 7 | 26.28
clock buffer | 8 | 100.1
timing repair buffer | 10 | 92.59
fill | 588 | 3862
multi-input combinational | 123 | 869.6
sequential | 35 | 875.8
flip-flops by register name, indices dropped and copies added (netlist names):
name  cells
O         8
TEMP     27
cell families after synthesis:
family | Yosys count | synth area share, %
xor gates and xnor gates | 21 | 9.980
DFF | 35 | 47.52
adders and majority gates | 3 | 2.037
buffers and inverters | 14 | 5.295
muxes | 2 | 1.154
and+or+nand+nor | 76 | 26.55
AOI/OAI and AO/OA | 21 | 7.468
routing by layer:
layer  part of all wire [%]  vias up  wire [um]  track usage (%)
met5                      0        -          0                0
met3                    2.8        2         95            2.307
met4                   0.39        0         13            1.071
met2                     43       12       1442            16.44
met1                     54      631       1812            18.17
li1                       -      657          -                -
how the worst min path moves through the flow:
stage / from / end
CTS: O[7]$_DFFE_PN0N_ / O[7]$_DFFE_PN0N_
global route: O[7]$_DFFE_PN0N_ / O[7]$_DFFE_PN0N_
finish: O[7]$_DFFE_PN0N_ / O[7]$_DFFE_PN0N_
power groups by stage:
stage	combinational [uW]	clock [uW]	sequential [uW]
after CTS	9.14	312	382
after global routing	10.2	324	382
final	8.57	300	383
through the flow:
step	hold slack (ns)	instances	setup WS [ns]	power [uW]
after global routing	0.4777	258	1.307	716.5
after floorplan	0.4204	172	1.943	389.9
after detailed placement	0.4645	250	1.498	398.9
after global placement	0.4574	250	1.519	398.9
after CTS	0.4737	258	1.473	703.4
final	0.4735	258	1.496	691.5
synth_stat cells (2+ instances only):
master	instances	area share, %
a21oi_2	2	0.95
and4_1	2	0.95
xnor2_1	9	4.3
inv_1	7	1.4
or4_1	4	1.6
xor2_1	12	5.7
o31ai_1	7	2.9
clkbuf_8	2	1.5
buf_6	3	1.8
o21ai_0	3	0.81
or4_4	2	1.2
and4_4	3	1.8
and3_1	3	1.0
nand2_1	11	2.2
nor3_1	8	2.2
nand4_1	7	2.4
nor4_1	8	2.7
nor2_1	4	0.81
nand3_1	13	3.5
a21oi_1	7	1.9
ha_1	3	2.0
dfrtp_1	35	48
nor4b_1	2	0.95
critical path: cells and delay by family, from the launching register on:
family / cells / cell delay, ns
mux: 1 / 0.40
flops: 1 / 0.42
simple gates: 3 / 1.06
fa+ha+maj: 1 / 0.15
buf+inv: 1 / 0.07
Power is estimated from default activity; no workload was simulated.
