`design/flow/config.mk`:
```
export PLATFORM = sky130hd
export DESIGN_NAME = ALU
export DESIGN_NICKNAME = ALU
export VERILOG_FILES = /design/flow/design.v
export SDC_FILE = /design/flow/constraint.sdc
export NUM_CORES = 4
export LEC_CHECK = 1
export CORE_AREA = 10 10 75 75
export DIE_AREA = 0 0 85 85
```
`design/flow/run.sh`:
```
#!/bin/bash
# OpenROAD 26Q1-2900-gdf79404cd8, Yosys 0.63+post, stock flow scripts
make -C /OpenROAD-flow-scripts/flow DESIGN_CONFIG=/design/flow/config.mk WORK_HOME=/design/flow/orfs finish
```
`design/flow/design.v`:
```
`timescale 1ns / 1ps
module ALU(A, B, out, mode);
	input	[7:0]		A, B;
	output [7:0] 	out;
	input	[2:0]		mode;
	assign out = ALU_func(A, B, mode);
	function [7:0] ALU_func;
		input [7:0]		A;
		input [7:0]		B;
		input	[2:0]		mode;
		reg	[7:0] 	temp;
		begin
			case(mode)
				3'b000: 	temp = A + B; 
				3'b001: 	temp = A - B; 
				3'b010: 	temp = A + 1; 
				3'b011: 	temp = A - 1; 
				3'b100: 	temp = A & B; 
				3'b101: 	temp = A | B; 
				3'b110: 	temp = A ^ B; 
				3'b111: 	temp = ~A; 
			endcase
			ALU_func = temp;
		end
	endfunction
endmodule
```
`design/flow/constraint.sdc`:
```
current_design ALU

set clk_period 3.9
set clk_io_pct 0.2

create_clock -name clk0 -period $clk_period

set non_clock_inputs [all_inputs -no_clocks]
set_input_delay [expr $clk_period * $clk_io_pct] -clock clk0 $non_clock_inputs
set_output_delay [expr $clk_period * $clk_io_pct] -clock clk0 [all_outputs]
```
==> impl_results.rst <==
Run summary
-----------

.. list-table::
   :header-rows: 1

   * - Metric
     - Value
   * - Final tally of max-slew violations
     - 0
   * - Cell count in the Yosys report
     - 172
   * - Routed wire length
     - 3446 um
   * - Wire per inst
     - 11.88 um
   * - Final Worst Setup Slack
     - 123.9 ps
   * - Via count of the first global-routing pass
     - 1350
   * - P_leak
     - 0.9842 nW
   * - RSZ-0062 raised after global routing
     - no
   * - Required time worst endpoint
     - 3120 ps
   * - Combined area of all synthesized cells
     - 1227 sq um
   * - Final setup fails
     - 0
   * - Dominant delay contributor by cell family on the critical path
     - AND-OR/OR-AND gates
   * - Worst setup path startpoint
     - B[1]
   * - Chip area
     - 7225 sq um
   * - Maximum number of pins on one net before global-route repair
     - 19
   * - Critical path launch point type
     - input port
   * - Count of hold-fix buffers inserted at cts
     - 0
   * - Buffer-and-inverter tally for the worst setup path
     - 3
   * - Crit path max-delay cell type
     - sky130_fd_sc_hd__a221o_1
   * - Hold/Removal Path Class
     - input port to output pin
   * - Storage cell area
     - 0 sq um
   * - Share of layout cells above drive strength 1
     - 34.58%
   * - Yosys cell types
     - 46
   * - Final weighted congestion in routability-driven placement
     - 0.8979
   * - Fp util
     - 30.25%
   * - Type of the setup path with the least slack
     - input port to output pin
   * - Final cell count without fillers
     - 290
   * - Data arrival at the endpoint of the critical path
     - 3000 ps
   * - Crit-path max FO
     - 3
   * - Placement Rows
     - 23
   * - Actual transition at the worst max-transition pin
     - 360.2 ps
   * - Drt pass-1 iters
     - 4
   * - Crit end category
     - output pin
   * - Max-cap violations
     - 0
   * - YS chip area
     - 1227 sq um
   * - Number of antenna violations at the first check in global routing
     - 0
   * - Mapped Cells
     - 172
   * - Number of port buffers
     - 27
   * - Sequential cell count
     - 0
   * - DR DRC count
     - 0
   * - Crit path time final
     - 3776 ps
   * - Highest clock rate
     - 0.2648 GHz
   * - Run status
     - complete, no violations
   * - Number of clock buffers in the layout
     - 0
   * - Ratio of routed vias to standard cells
     - 4.890
   * - Count of warning messages emitted by the tools
     - 41
   * - I/O pin count
     - 27
   * - DRT antenna net count
     - 0
   * - Total core area
     - 4058 sq um
   * - Ant diodes
     - 0
   * - Layout Area Growth over Synthesis
     - 58.82%
   * - Global routing met2 resource utilization
     - 15.05%
   * - Total placed instance area
     - 1854 sq um
   * - Warnings, synthesis
     - 1
   * - Fin area
     - 1949 sq um
   * - Leading cell types by total area after synthesis
     - sky130_fd_sc_hd__ha_1 24%, sky130_fd_sc_hd__o21ai_0 8.6%, sky130_fd_sc_hd__nand2_1 6.7%
   * - Sequence of cells on the critical path
     - buf_2 -> buf_4 -> nor4_4 -> nand2_1 -> a32oi_1 -> o21ai_1 -> ha_1 -> and2_4 -> a221o_1 -> o21ba_1 -> a221o_1 -> buf_2
   * - Post-route total power
     - 0.2581 mW
   * - Peak-usage layer in the global routing report
     - met2
   * - HPWL after DPL
     - 2839 um
   * - Top cell area share
     - 24.46%
   * - Cells after DPL
     - 285
   * - Syn_area_per_cell
     - 7.136 sq um
   * - Final Hold Violating Endpoints
     - 0
   * - Setup WS pre-CTS
     - -681.9 ps
   * - Total global routing track utilization
     - 9.159%
   * - Maximum vdd drop
     - 0.00004334 V
   * - Final critical-path share of the clock period
     - 96.82%
   * - Seq/Total Area, Yosys
     - 0%
   * - Origin of the worst min-delay path
     - mode[2]
   * - Power density over cell area
     - 132.4 nW/um^2
   * - Post-synth top area cell
     - sky130_fd_sc_hd__ha_1
   * - Worst slew margin
     - 75.91%
   * - Sum of overflow across all layers after global routing
     - 0
   * - Global-route wire length before repair
     - 5892 um
   * - Largest stage delay on the critical path
     - 310 ps
   * - Fraction of met1 tracks used by global routing
     - 12.65%
   * - Vias
     - 1418
   * - 1st-iter DRT viols
     - 42
   * - Met3 Usage GRT
     - 1.252%
   * - Width of the die
     - 85 um
   * - Die height
     - 85 um
## Yosys cell counts, drive strengths merged, types with 2 or more instances
cell type and n:
ha 24, nand2 22, o21ai 21, inv 20, buf 8, o211ai 7
a21oi 6, nor2 6, o21a 5, and3b 4, nor3 4, clkbuf 3
nand3 3, nor3b 3, nor4 3, xnor2 3, a21o 2, a221o 2
mux4 2, nand2b 2, nor2b 2, o31ai 2
## layout by cell type, fill, tap and decap left out, types with 2 or more instances in the layout
cell	count
sky130_fd_sc_hd__buf_4	51
sky130_fd_sc_hd__ha_1	23
sky130_fd_sc_hd__nand2_1	22
sky130_fd_sc_hd__o21ai_0	18
sky130_fd_sc_hd__inv_1	14
sky130_fd_sc_hd__clkdlybuf4s50_1	13
sky130_fd_sc_hd__o211ai_1	7
sky130_fd_sc_hd__inv_2	6
sky130_fd_sc_hd__nor2_1	6
sky130_fd_sc_hd__a21oi_1	6
sky130_fd_sc_hd__buf_2	6
sky130_fd_sc_hd__o21a_1	5
sky130_fd_sc_hd__nor3_1	4
sky130_fd_sc_hd__and3b_1	4
sky130_fd_sc_hd__o21ai_1	3
sky130_fd_sc_hd__nor3b_1	3
sky130_fd_sc_hd__dlymetal6s2s_1	3
sky130_fd_sc_hd__nor4_4	2
sky130_fd_sc_hd__nand3_1	2
sky130_fd_sc_hd__o31ai_2	2
sky130_fd_sc_hd__xnor2_1	2
sky130_fd_sc_hd__a21o_1	2
sky130_fd_sc_hd__a221o_1	2
sky130_fd_sc_hd__clkbuf_2	2
sky130_fd_sc_hd__dlygate4sd2_1	2
## layer usage
layer  share of wire, %  routed length [um]  vias to the layer above
met5                  0                   0                        -
met4               0.61                  21                        0
met3                4.1                 140                        2
met2                 44                1531                       30
met1                 51                1753                      620
li1                   -                   -                      766
## through the flow
stage | hold slack [ps] | utilization [%] | setup TNS, ps
2_1_floorplan | 1681 | - | 0
3_3_place_gp | 2665 | 45.70 | -2677
3_5_place_dp | 2652 | 45.70 | -2787
4_1_cts | 2230 | 47.64 | -46.55
5_1_grt | 2268 | 48.04 | 0
6_report | 2227 | 48.04 | 0
## cell families (layout without fill, tap and decap cells)
| family | Yosys count | after routing | share of synthesized area (%) |
|---|---|---|---|
| and+or+nand+nor | 54 | 54 | 25.79 |
| AOI/OAI and AO/OA | 55 | 55 | 29.36 |
| muxes | 4 | 4 | 5.709 |
| xor gates and xnor gates | 3 | 3 | 2.141 |
| adders and majority gates | 25 | 25 | 26.10 |
| buffers and inverters | 31 | 99 | 10.91 |
## cell type report
class / instances / area, sq um
fill: 390 / 2108
inverter: 20 / 75.07
multi-input combinational: 141 / 1181
tap: 50 / 62.56
timing repair buffer: 79 / 630.6
## where the power goes
group	total, mW	switching [mW]	internal, mW	leakage (nW)
logic	0.258	0.109	0.149	0.984
registers	0	0	0	0
clock network	0	0	0	0
## final timing paths
path	to	slack [ps]	depth (start not counted)
hold / removal	out[7]	2230	4
setup / recovery	out[7]	120	12
## repair_timing
item / 4_1_cts / 5_1_grt
gates resized: 45 / 19
pin swaps: 9 / 12
buffers inserted: 5 / 1
setup endpoints to repair: 6 / 5
Power and IR drop assume default switching activity.
