File: ./design.v
module color(
    input clock,
	output[3:0] red,
	output[3:0] green,
	output[3:0] blue
);
    wire res;
    reg[3:0] red;
	reg[3:0] green;
	reg[3:0] blue;
	reg[2:0]  horizontal_clock;
    reg[9:0]  count;
    assign res = 1;
    always @(negedge clock) begin
        if (!res)    begin
            horizontal_clock <= 0;
            red <= 4'b0000;
            green <= 4'b0000;
            blue <= 4'b0000;
        end
        else begin
            horizontal_clock <= horizontal_clock + 1;
          if ( horizontal_clock == 3 ) begin
             horizontal_clock <= 0;
             count <= count + 1;
          end
          if ( count == 320 ) begin
             red <= 4'b0111;
             green <= 4'b0100;
             blue <= 4'b0000;
          end
          if ( count == 640 ) begin
            red <= 4'b0;
            green <= 4'b0;
            blue <= 4'b0;
          end
          if ( count == 800 ) begin
            count <= 0;
          end
        end
    end
endmodule
File: ./run.sh
#!/bin/bash
# OpenROAD 26Q1-2900-gdf79404cd8, Yosys 0.63+post, stock flow scripts
make -C /OpenROAD-flow-scripts/flow DESIGN_CONFIG=/design/flow/config.mk WORK_HOME=/design/flow/orfs finish
File: ./config.mk
export PLATFORM = sky130hd
export DESIGN_NAME = color
export DESIGN_NICKNAME = color
export VERILOG_FILES = /design/flow/design.v
export SDC_FILE = /design/flow/constraint.sdc
export NUM_CORES = 4
export LEC_CHECK = 1
export CORE_AREA = 10 10 77 77
export DIE_AREA = 0 0 87 87
File: ./constraint.sdc
current_design color

set clk_period 3.3
set clk_io_pct 0.2

create_clock -name clk0 -period $clk_period [get_ports {clock}]

set non_clock_inputs [all_inputs -no_clocks]
set_input_delay [expr $clk_period * $clk_io_pct] -clock clk0 $non_clock_inputs
set_output_delay [expr $clk_period * $clk_io_pct] -clock clk0 [all_outputs]
==> reports/metrics.yaml <==
final_hold_viol_count: 0
clock.latency.late_pin_ns: 0.31
drt_iter0_markers: 27
syn-mean-instance-area_sq_um: 9.36
clockRootBuffer: "clkbuf_8"
tally_of_openroad_warnings: 40
grt_remaining_overflow: 0
synth.cellmix.simpleShare_pct: 25.6
track_usage_pct: 3.70
enable_flop_cells: 0
grt_pass1_wl_um: 2400
fp-utilization_pct: 17.8
setup_tns_ns: 0
cp.depth: 2
worstPathMaxFanout: 4
synthesis.area_sq_um: 777
critPathKind: "flip-flop to output pin"
detailedPlacementHpwl_um: 899
io_pins: 13
worst_setup_path_start_kind: "flip-flop"
drc_errors: 0
firstDrtPassIters: 3
ys_chip_area_sq_um: 777
crit_required_ns: 2.64
worstReg2RegEnd: "count[8]"
vias: 558
std_cell_rows: 24
yosysUniqueCellTypes: 32
critical_path.cell_chain: "buf_6 -> clkdlybuf4s15_1"
dieArea_sq_um: 7570
layout.area.comb_sq_um: 415
post-place-ws_ns: 0.133
first_global_vias: 579
final_layout_size_suffix_gt1_share_pct: 12.1
cts.hold.buffers_added: 0
synth-cells-yosys: 83
hold_path.class: "flip-flop to flip-flop"
num-fill-cells: 469
final-max-slew-violation-count: 0
worst_clock_skew_ns: 0.00594
async_reset_ff_share_pct: 0
critical-path-slowest-cell: "dfxtp_2"
rsz0062_at_grt: "false"
worst_setup_slack_after_layout_ns: 0.0907
routedWlPerCell_um: 8.54
final-setup-viol-count: 0
htree_levels: 1
vdd.ir_drop.worst_v: 0.000253
cts_tree: "done"
synth_seq_share_pct: 36.1
dieHeight_um: 87
seqCellArea_sq_um: 282
grt_start_max_net_pins: 11
grt_antenna_before_repair: 0
clk_pin_slew_worst_paths_ns: 0.03
timing.critical_path.buf_inv: 2
post_synth_inst_count: 83
yosys.area_share.adder_pct: 6.44
cts.sink_count: 14
gp_congestion: 0.781
busiest_layer: "met2"
worst_r2r_startpoint: "horizontal_clock[0]"
grt_util_met2_pct: 4.93
timing.critical_path.to: "red[1]"
synth.ff_latch_count: 14
worst_setup_path_startpoint: "red[0]"
crit_family: "flip-flops"
globalRouteMet3Util_pct: 2.83
route.detailed.vias_per_inst: 3.70
io_buffer_count: 4
total_leakage_power_nw: 0.412
antennaDiodeCount: 0
fp.coreArea_sq_um: 4350
timing.critical_path.slowest_cell_delay_ns: 0.32
ant_nets: 0
numCtsBuffers: 3
power_per_cell_area_nw_per_um2: 409
ys_dominant_reg_cell: "dfxtp_1"
die-width_um: 87
yosys.area_share.aoi_pct: 9.50
xor_share_pct: 6.76
worst_path_arrival_time_ns: 2.55
timing.reg2reg.setup_slack_ns: 1.65
lay_top_count: "inv_1"
setup.worst_path.end_class: "output pin"
postRouteWirelength_um: 1290
most-common-layout-cells: "17 x inv_1, 13 x dfxtp_1, 8 x conb_1"
global_route.usage.met1_pct: 4.34
ff2ff_path_depth: 5
run_status: "completed"
area_delta_synth_final_pct: 18.5
ys_top_logic_family: "simple AND/OR/NAND/NOR gates"
clockBufferDepth: 2
count_of_synthesis_stage_warnings_from_yosys: 1
maxCapViolations: 0
share_of_synthesized_area_spent_on_multiplexers_pct: 1.29
## logic make-up after synthesis
kind of cell    Yosys count
mux                       1
compound gates            8
simple gates             32
other cells               1
fa+ha+maj                 4
flops                    14
buf+inv                  17
xor+xnor                  6
## worst min-delay path by stage
stage	from	endpoint	cells after the start
finish	horizontal_clock[0]	horizontal_clock[0]	1
global route	horizontal_clock[0]	horizontal_clock[0]	1
CTS	horizontal_clock[0]	horizontal_clock[0]	1
## synthesized netlist by cell type, types with 2 or more instances
cell type | n | area [sq um]
buf_4 | 11 | 82.6
xor2_1 | 3 | 26.3
buf_2 | 2 | 10.0
or3_1 | 2 | 12.5
inv_1 | 4 | 15.0
o21ai_0 | 2 | 10.0
nor3_2 | 2 | 20.0
nor2_1 | 7 | 26.3
nand3_1 | 4 | 20.0
xnor2_1 | 3 | 26.3
a21oi_1 | 2 | 10.0
dfxtp_1 | 14 | 280
nand4_1 | 2 | 12.5
nand2_1 | 4 | 15.0
ha_1 | 4 | 50.1
## worst reg2reg max path, cell delays in order (launching register included)
cell	delay, ns
dfxtp_1	0.32
ha_1	0.15
ha_1	0.38
nand4_1	0.25
or3_1	0.36
a21oi_1	0.13
## metrics by stage
stage	power, W	cells	utilization [%]	cell area, sq um	hold WS [ns]
6_report	0.000377	151	21.1	921	0.409
5_1_grt	0.000411	151	21.1	921	0.459
4_1_cts	0.000392	152	21.2	922	0.414
3_5_place_dp	0.000201	133	18.7	816	0.410
3_3_place_gp	0.000202	133	18.7	816	0.406
2_1_floorplan	0.000207	90	-	803	0.390
## power by group
| part | internal [W] | switching, W |
|---|---|---|
| Sequential | 0.000171 | 0 |
| Clock | 0.000105 | 0.000100 |
| Combinational | 0 | 0.000000446 |
## cell type report
type / count / share of cell area [%]
inverter: 3 / 1.22
multi-input combinational: 59 / 45.1
tap: 52 / 7.07
timing repair buffer: 5 / 5.30
clock buffer: 3 / 4.48
clock inverter: 15 / 6.25
sequential: 14 / 30.6
## metal layers
metal	part of all wire (%)	up-vias	wire length (um)
met5	0	-	0
met4	0.93	0	12
met3	8.9	2	115
met2	40	12	514
met1	50	244	648
li1	-	300	-
## flip-flops by register name, indices dropped and copies added (netlist names)
signal            cells
count                10
horizontal_clock      3
red                   1
## repair_timing
item	CTS	global route
pin swaps	0	0
gates resized	5	3
buffers inserted	2	0
endpoints found under the setup margin	4	3
Power figures rest on the tool's default switching activity, not on a simulated workload.
